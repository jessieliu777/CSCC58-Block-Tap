===== design/flow/config.mk =====
export PLATFORM = sky130hd
export DESIGN_NAME = rate_divider
export DESIGN_NICKNAME = rate_divider
export VERILOG_FILES = /design/flow/design.v
export SDC_FILE = /design/flow/constraint.sdc
export NUM_CORES = 4
export LEC_CHECK = 1
export CORE_UTILIZATION = 30

===== design/flow/constraint.sdc =====
current_design rate_divider

set clk_period 6.5
set clk_io_pct 0.2

create_clock -name clk0 -period $clk_period [get_ports {CLOCK_50}]

set non_clock_inputs [all_inputs -no_clocks]
set_input_delay [expr $clk_period * $clk_io_pct] -clock clk0 $non_clock_inputs
set_output_delay [expr $clk_period * $clk_io_pct] -clock clk0 [all_outputs]

===== design/flow/design.v =====
`timescale 1ns / 1ns
module rate_divider(RATE, RESET, CLOCK_50, PULSE);
	input CLOCK_50;
	input RESET;
	input [2:0] RATE;
	output reg PULSE;
	wire [27:0] input00, input01, input10, input11;
	reg enable;
	RateDivider case00(CLOCK_50, input00, RESET, 1'b0, 1'b0, enable);
	RateDivider case01(CLOCK_50, input01, RESET, 1'b1, 28'b0000000000101111000001111111, enable);
	RateDivider case10(CLOCK_50, input10, RESET, 1'b1, 28'b0000111101011110000011111111, enable);
	RateDivider case11(CLOCK_50, input11, RESET, 1'b1, 28'b0001111010111100000111111111, enable);
	always @(*)
	begin
		case(RATE)
			2'b00: enable = (input00 == 1'b0) ? 1'b1 : 1'b0;
			2'b01: enable = (input01 == 1'b0) ? 1'b1 : 1'b0;
			2'b10: enable = (input10 == 1'b0) ? 1'b1 : 1'b0;
			2'b11: enable = (input11 == 1'b0) ? 1'b1 : 1'b0;
			default: enable = 1'b0;
		endcase
		PULSE = enable;
	end
endmodule
module RateDivider(clock, out, reset, enable, d, ParLoad);
	input clock, enable, reset;
	input [3:0] ParLoad;
	input [27:0] d;
	output reg [27:0] out;
	always @(posedge clock)
	begin
		if(reset == 1'b0)
			out <= 0;
		else if(out == 1'b0 | ParLoad)
			out <= d;
		else if(enable)
			out <= out - 1'b1;
	end
endmodule
module twenty_six_bit_counter(e, c, r, q);	 
	input e, c, r;
	output [27:0] q;
	wire [26:0] passthrough;
	t_flip_flop first_bit(e, c, r, q[0]);
	assign passthrough[0] = q[0] & e;
	t_flip_flop second_bit(passthrough[0], c, r, q[1]);
	assign passthrough[1] = q[1] & passthrough[0];
	t_flip_flop third_bit(passthrough[1], c, r, q[2]);
	assign passthrough[2] = q[2] & passthrough[1];
	t_flip_flop fourth_bit(passthrough[2], c, r, q[3]);
	assign passthrough[3] = q[3] & passthrough[2];
	t_flip_flop fifth_bit(passthrough[3], c, r, q[4]);
	assign passthrough[4] = q[4] & passthrough[3];
	t_flip_flop sixth_bit(passthrough[4], c, r, q[5]);
	assign passthrough[5] = q[5] & passthrough[4];
	t_flip_flop seventh_bit(passthrough[5], c, r, q[6]);
	assign passthrough[6] = q[6] & passthrough[5];
	t_flip_flop eighth_bit(passthrough[6], c, r, q[7]);
	assign passthrough[7] = q[7] & passthrough[6];
	t_flip_flop ninth_bit(passthrough[7], c, r, q[8]);
	assign passthrough[8] = q[8] & passthrough[7];
	t_flip_flop tenth_bit(passthrough[8], c, r, q[9]);
	assign passthrough[9] = q[9] & passthrough[8];
	t_flip_flop eleventh_bit(passthrough[9], c, r, q[10]);
	assign passthrough[10] = q[10] & passthrough[9];
	t_flip_flop twelfth_bit(passthrough[10], c, r, q[11]);
	assign passthrough[11] = q[11] & passthrough[10];
	t_flip_flop thirteenth_bit(passthrough[11], c, r, q[12]);
	assign passthrough[12] = q[12] & passthrough[11];
	t_flip_flop fourteenth_bit(passthrough[12], c, r, q[13]);
	assign passthrough[13] = q[13] & passthrough[12];
	t_flip_flop fifteenth_bit(passthrough[13], c, r, q[14]);
	assign passthrough[14] = q[14] & passthrough[13];
	t_flip_flop sixteenth_bit(passthrough[14], c, r, q[15]);
	assign passthrough[15] = q[15] & passthrough[14];
	t_flip_flop seventeenth_bit(passthrough[15], c, r, q[16]);
	assign passthrough[16] = q[16] & passthrough[15];
	t_flip_flop eighteenth_bit(passthrough[16], c, r, q[17]);
	assign passthrough[17] = q[17] & passthrough[16];
	t_flip_flop nineteenth_bit(passthrough[17], c, r, q[18]);
	assign passthrough[18] = q[18] & passthrough[17];
	t_flip_flop twentyth_bit(passthrough[18], c, r, q[19]);
	assign passthrough[19] = q[19] & passthrough[18];
	t_flip_flop twenty_first_bit(passthrough[19], c, r, q[20]);
	assign passthrough[20] = q[20] & passthrough[19];
	t_flip_flop twenty_second_bit(passthrough[20], c, r, q[21]);
	assign passthrough[21] = q[21] & passthrough[20];
	t_flip_flop twenty_third_bit(passthrough[21], c, r, q[22]);
	assign passthrough[22] = q[22] & passthrough[21];
	t_flip_flop twenty_fourth_bit(passthrough[22], c, r, q[23]);
	assign passthrough[23] = q[23] & passthrough[22];
	t_flip_flop twenty_fifth_bit(passthrough[23], c, r, q[24]);
	assign passthrough[24] = q[24] & passthrough[23];
	t_flip_flop twenty_sixth_bit(passthrough[24], c, r, q[25]);
	assign passthrough[25] = q[25] & passthrough[24];
	t_flip_flop twenty_seventh_bit(passthrough[25], c, r, q[26]);
	assign passthrough[26] = q[26] & passthrough[25];
	t_flip_flop twenty_eighth_bit(passthrough[26], c, r, q[27]);
endmodule
module four_bit_counter(e, c, r, q);	 
	input e, c, r;
	output [3:0] q;
	wire [2:0] passthrough;
	t_flip_flop first_bit(e, c, r, q[0]);
	assign passthrough[0] = q[0] & e;
	t_flip_flop second_bit(passthrough[0], c, r, q[1]);
	assign passthrough[1] = q[1] & passthrough[0];
	t_flip_flop third_bit(passthrough[1], c, r, q[2]);
	assign passthrough[2] = q[2] & passthrough[1];
	t_flip_flop fourth_bit(passthrough[2], c, r, q[3]);
endmodule
module t_flip_flop(e, c, r, q);	 
	input e, c, r;
	output reg q;
	reg and1;
	reg and2;
	reg and3;
	reg and4; 
	always @(posedge c, negedge r)
	begin
		if(r == 1'b0)
			q <= 0;
		else if(e == 1'b1)
			q <= ~q;
	end
endmodule

===== design/flow/run.sh =====
#!/bin/bash
# OpenROAD 26Q1-2900-gdf79404cd8, Yosys 0.63+post, stock flow scripts
make -C /OpenROAD-flow-scripts/flow DESIGN_CONFIG=/design/flow/config.mk WORK_HOME=/design/flow/orfs finish

==> run summary <==
Implementation results.

After synthesis, the mean cell area works out to 8.86 um2. Yosys mapped a number of flops with a built-in enable equal to 0. By count the netlist is led by dfxtp_1, nor3_1, xnor2_1. After Yosys synthesis, AND-OR and OR-AND compound gates account for 9.35% of the synthesized area. The OpenROAD report gives the critical path a required time of 5.20 ns. The placed instances occupy a cell area of 4120 um2. The headroom to the max-slew limit is 52.0%. The cell count in the Yosys report is 438. Per the layout area report, the combinational gate area comes to 2090 um2. The number of library cell types mapped by synthesis is 40. The repair_antennas step left the layout with diodes totalling 0. By area the synthesized netlist is led by dfxtp_1, xnor2_1, nor3_1. After floorplanning, the core was sized to cover 12600 um2. Across the routed clock network, the largest skew measured is 0.00812 ns. The post-detailed-route DRC marker count is 0.

The iteration count of the initial detailed-routing pass is 5. The clock root buffer is clkbuf_16. From synthesis to final layout, the design area changed by 13.9%. After detailed routing, the total wire length is 7440 um. After Yosys synthesis, XOR and XNOR cells account for 16.2% of the synthesized area. The wire length of the first global-routing pass is 12800 um. The full die area is 13400 um2. The leakage component of the power is 1.57 nW. Per the timing report, the most critical flop-to-flop path finishes at case11.out[3].

Summing every instance area after synthesis gives 3880 um2. Per the gpl log, the routability congestion estimate is 0.813. The cell area after layout is 4420 um2.

The count of maximum capacitance violations is 0. The chip height is 116 um. The report gives the cell count of the worst hold path as 1. Sequential elements use 43.3% of the synthesized area. Clock latency on the worst-skew pair, taken at its later pin, is 0.33 ns.

For this run, the total global-route usage over all layers was measured as 11.9%. Setup slack on the worst reg-to-reg path comes out at 3.59 ns. The cell sequence reported for the critical path is inv_1, ha_1, or4b_2, or3_1, or4_4, a31oi_1, o21a_1, clkdlybuf4s50_1. After Yosys synthesis, and, or, nand and nor cells account for 26.0% of the synthesized area. The maximum level of the CTS H-tree is 3. Detailed-route iteration 0 reported a violation count of 128. For this run, the slowest stage of the critical path takes 0.58 ns. The kind of cell adding the most delay to the critical path is simple AND/OR/NAND/NOR gates.

The instance count after placement with tap cells included is 604. The number of antenna violations at the first check in global routing is 0. Per the OpenROAD floorplan log, the width of the die is 116 um. The layout cell share with drive strength beyond 1 is 8.74%. TritonCTS built the clock tree. In the floorplan report the effective utilization is 30.8%. The tightest hold path in the finished design has a slack of 0.475 ns. The biggest area consumer among synthesized cells is dfxtp_1. The pin closest to its max-slew limit shows a slew of 0.714 ns. The largest net degree at the start of global routing is 42.

The CTS buffer count is 9. The flow ran to the end, and the final reports show no timing, DRC or antenna violations. The final tally of setup violations is 0. The fraction of registers with async set/reset is 0%. The hold path startpoint is case01.out[0]. The critical path is of the reg -> out type. The remaining antenna violation count after routing is 0. The max-slew violation total from the final report is 0. The Yosys warning count is 6. The most instantiated library cell after synthesis is dfxtp_1. The total global routing overflow is 0. The aggregate negative setup slack is 0 ns. The via count of the first global-routing pass is 2858.

After clock tree synthesis, the setup repair step added 0 buffers. STA classifies the critical path startpoint as a flop. The final count of hold timing violations is 0.

The number of synthesized register bits is 84. The count of buffering cells on the critical path with inverters included is 2. The number of standard-cell rows in the floorplan is 41.

Per the CTS log, the buffer count on the longest clock path is 2. The clock net in this run drives a total of 84 sinks. By area, the combinational part of the netlist is dominated by simple AND/OR/NAND/NOR gates. Post-CTS repair ended up resizing 0 cells.

The startpoint of the most critical register-to-register path is case10.out[12]. The count of input and output buffers is 5. The worst register-to-register path has a depth of 7. The post-layout instance count excluding filler cells is 618.

Per the layout area report, the register area comes to 1680 um2. Timing would allow up to 0.230 GHz. The total I/O pin count is 6. The maximum net fanout on the critical path is 4. For reference, the mux area share after synthesis is 0.258%.

The flow reported a cell area power density of 535 nW/um2. For reference, full adder, half adder and majority cells occupy 1.93% of the area reported after synthesis. The number of OpenROAD warnings is 28. The worst min-delay path category is reg -> reg. After filler insertion, the fill cell instance count of the layout stands at 1243.

The clock slew seen by the registers of the worst setup and hold paths is 0.05 ns. The capturing element type of the critical path is an output port. The arrival time reported for the critical path endpoint is 3.04 ns. The instance count of the mapped netlist is 438.

The worst-path cell with the longest stage delay is or4b_2. The predominant post-synthesis flop cell is dfxtp_1. The minimum clock period is 4.34 ns. The number of buffers added to fix hold violations after cts is 0. For this block, the via count after detailed routing is 2991.

The area share of the largest cell type after synthesis is 43.3%. Setup repair after global routing left no endpoint under its margin. The synthesis area per yosys is 3880 um2.

The worst hold path terminates at case01.out[0]. The average wire per standard cell is 12.0 um. Summing internal, switching and leakage power gives 2.37 mW. The half-perimeter wire length after detailed placement is 5000 um.

The number of vias per cell after detailed routing is 4.84. Of the available clock period, the critical path in the final layout requires 66.8%. Across the VDD grid, the largest voltage drop is 144 uV.
[flip-flops by register name, summed over array words and instances, names as in the netlist]
signal,count
case01.out,28
case10.out,28
case11.out,28
[final cells by class]
type / count / share of cell area (%)
clock buffers: 9 / 5.09
clock inverters: 5 / 1.78
inverters: 8 / 0.679
multi-input cells: 329 / 47.4
flip-flops and latches: 84 / 38.0
well taps: 172 / 4.87
repair buffers: 11 / 2.15
[power breakdown]
| part | leakage [nW] | switching [mW] | total (mW) | internal, mW |
|---|---|---|---|---|
| clock | 0.151 | 0.194 | 0.525 | 0.331 |
| combinational | 0.733 | 0.549 | 0.985 | 0.435 |
| sequential | 0.689 | 0.161 | 0.856 | 0.695 |
| total | 1.57 | 0.904 | 2.37 | 1.46 |
[worst max path at each step]
stage	from	endpoint	cells past startpoint
after CTS	case01.out[0]	PULSE	8
final	case01.out[0]	PULSE	8
after global routing	case11.out[19]	PULSE	6
[worst reg2reg max path, delay by kind of cell, from the launching register on]
family | cells | cell delay, ns
buf+inv | 1 | 0.27
compound gates | 3 | 0.82
flops | 1 | 0.34
simple gates | 3 | 1.40
[cells by family after synthesis]
family / after synthesis
and+or+nand+nor: 192
DFF: 84
xor gates and xnor gates: 72
AOI/OAI and AO/OA: 58
buffers and inverters: 25
adders and majority gates: 6
muxes: 1
[stage by stage]
| step | utilization (%) | worst slack, ns |
|---|---|---|
| 2_1_floorplan | - | 2.75 |
| 3_3_place_gp | 32.6 | 2.45 |
| 3_5_place_dp | 32.6 | 2.44 |
| 4_1_cts | 35.0 | 2.13 |
| 5_1_grt | 35.0 | 2.00 |
| 6_report | 35.0 | 2.16 |
[placed cells by master, fill, tap and decap left out, types with 3 or more instances in the layout]
cell type	instances
nor3_1	53
nand2_1	25
or4_1	8
a21oi_1	33
nor2b_1	3
inv_1	8
buf_4	6
clkdlybuf4s50_1	5
xor2_1	25
or4_4	3
dfxtp_1	84
nor2_1	40
a21oi_2	10
nor4_1	18
nand3_1	8
ha_1	6
or3_1	15
nand4_1	5
xnor2_1	47
a31oi_1	5
clkbuf_16	9
[routing by layer]
metal / global-route usage, % / part of all wire (%) / wire length (um)
met3: 2.40 / 3.2 / 235
met1: 16.7 / 50 / 3730
met5: 0 / 0 / 0
met2: 19.9 / 46 / 3430
met4: 1.28 / 0.65 / 48
Power and IR drop assume default switching activity.
